File: design/flow/config.mk
export PLATFORM = sky130hd
export DESIGN_NAME = multiplicacion
export DESIGN_NICKNAME = multiplicacion
export VERILOG_FILES = /design/flow/design.v
export SDC_FILE = /design/flow/constraint.sdc
export NUM_CORES = 4
export LEC_CHECK = 1
export CORE_UTILIZATION = 30
File: design/flow/constraint.sdc
current_design multiplicacion

set clk_period 13.3
set clk_io_pct 0.2

create_clock -name clk0 -period $clk_period

set non_clock_inputs [all_inputs -no_clocks]
set_input_delay [expr $clk_period * $clk_io_pct] -clock clk0 $non_clock_inputs
set_output_delay [expr $clk_period * $clk_io_pct] -clock clk0 [all_outputs]
File: design/flow/design.v
`timescale 1ns / 1ps
module multiplicacion(a, b, sal);
	parameter n = 16;
	input signed [n-1:0] a, b;
	output reg signed [n-1:0] sal;
	always @ (*)
		begin 
			sal = a * b;
		end
endmodule
File: design/flow/run.sh
#!/bin/bash
# OpenROAD 26Q1-2900-gdf79404cd8, Yosys 0.63+post, stock flow scripts
make -C /OpenROAD-flow-scripts/flow DESIGN_CONFIG=/design/flow/config.mk WORK_HOME=/design/flow/orfs finish
==> flow_metrics.tcl <==
# implementation run metrics
set metrics [dict create \
    layout_top_cells "129 x inv_1, 79 x fa_1, 73 x nand2_1" \
    finalSetupViolations 0 \
    crit_path_end_kind "primary output" \
    worst_pin_slew_ps 669 \
    wl_per_cell_um 13.0 \
    portBuffers 48 \
    critical_path.cell_chain "clkdlybuf4s50_1 -> nand2_1 -> fa_1 -> fa_1 -> inv_1 -> fa_1 -> fa_1 -> fa_1 -> inv_1 -> fa_1 -> inv_1 -> ha_1 -> a21oi_1 -> o21ai_0 -> a21oi_1 -> o21ai_0 -> xnor2_1 -> clkdlybuf4s50_1" \
    cp_num_buf_inv 5 \
    crit_family "adder cells" \
    clockBufferCount 0 \
    die_x_um 120 \
    post_cts_resized 0 \
    pin_count 48 \
    leakagePower_nw 2.46 \
    layout.cells.most_common "inv_1" \
    dieHeight_um 120 \
    cap_violations 0 \
    finalCoreUtilization_pct 35.8 \
    hpwlAfterDp_mm 7.61 \
    hold_buffers 0 \
    route.vias.total 3066 \
    synth_warnings 1 \
    first_pass_iters 4 \
    routabilityCongestion 0.929 \
    grt_pass1_vias 3169 \
    ys_seq_share_pct 0 \
    core_area_sq_um 13500 \
    fp-utilization_pct 31.2 \
    chipArea_sq_um 14500 \
    grt-ovfl-total 0 \
    drt-total-wl_mm 9.24 \
    flops 0 \
    antenna_found_initial 0 \
    cp_common_cell "fa_1" \
    via_per_inst 4.32 \
    slew_headroom_pct 55.2 \
    critPathArrivalTime_ps 8400 \
    hold_class "in -> out" \
    num_rows 42 \
    placed_cells_incl_taps 709 \
    synthToLayoutAreaGrowth_pct 14.7 \
    cp_max_fo 15 \
    peakVddDrop_uv 166 \
    startpoint_type "input port" \
    largest_area_cell "fa_1" \
    register_area_sq_um 0 \
    cts_setup_buffers 0 \
    grt_pass1_wl_mm 15.9 \
    yosys_cells 502 \
    grt_start_max_net_pins 17 \
    fin_area_sq_um 4810 \
    drtIter0Drc 113 \
    final_cells 709 \
    post-route-min-period_ps 11060 \
    synth_cell_types 32 \
    yosysTopAreaCellShare_pct 37.7 \
    tool_warnings 32 \
    postSynthCellCount 502 \
    tns_ps 0 \
    p_per_area_nw_per_um2 229 \
    diodes 0 \
    finalClockPeriodUsage_pct 83.1 \
    max_stage_delay_ps 790 \
    top_cells_by_area "fa_1 38%, ha_1 18%, inv_1 12%" \
    path_class "in -> out" \
    netlist_area_sq_um 4200 \
    status "finished clean" \
    max_freq_mhz 90.5 \
    hold_viol 0 \
    drc 0 \
    rsz0062_at_grt "no" \
    fillers 1407 \
    cp.required_ps 10640 \
    drive_above_1_share_pct 1.13 \
    final_antenna_net_count 0 \
    ys_chip_area_sq_um 4200 \
    slew_viol_final 0 \
    grtUsageTotal_pct 14.6 \
    syn_area_per_cell_sq_um 8.36 \
    cp_slowest_cell "clkdlybuf4s50_1" \
    placed_area_sq_um 4810 \
]
-- metrics by stage --
step / hold WS, ps / setup slack, ps / total power [mW]
finish: 6750 / 2240 / 1.10
global route: 6830 / 1930 / 1.26
CTS: 6780 / 2230 / 1.12
detailed placement: 6780 / 2230 / 1.12
global placement: 6800 / 2260 / 1.10
floorplan: 5390 / 3550 / 0.685
-- Yosys cell counts, drive strengths merged --
| cell type | n |
|---|---|
| o31ai | 1 |
| ha | 61 |
| xnor2 | 31 |
| o311ai | 1 |
| and3 | 1 |
| a31oi | 2 |
| nor2 | 2 |
| nand4 | 2 |
| clkbuf | 13 |
| nand2 | 75 |
| buf | 4 |
| nor2b | 1 |
| nand2b | 1 |
| a21o | 5 |
| xnor3 | 1 |
| a211o | 1 |
| inv | 129 |
| xor2 | 7 |
| and2 | 63 |
| or4b | 1 |
| nor3 | 1 |
| a21oi | 10 |
| o211ai | 1 |
| o21ai | 5 |
| o21bai | 2 |
| nand3 | 2 |
| fa | 79 |
-- power by group --
| group | internal [mW] | total [mW] | switching (mW) |
|---|---|---|---|
| clock network | 0 | 0 | 0 |
| logic | 0.606 | 1.10 | 0.497 |
| registers | 0 | 0 | 0 |
-- path summary, 6_finish.rpt --
path | startpoint | endpoint | slack [ps] | depth (start not counted)
hold / removal | b[0] | sal[0] | 6750 | 3
setup / recovery | b[1] | sal[15] | 2240 | 18
-- logic make-up (layout without fill, tap and decap cells) --
group | count (synthesis) | in the layout | synth area share, %
simple gates | 149 | 149 | 17.8
xor+xnor | 39 | 39 | 8.65
fa+ha+maj | 140 | 140 | 55.9
compound gates | 28 | 28 | 4.11
buf+inv | 146 | 177 | 13.5
-- cell type report --
| class | instances | area [sq um] | share of cell area [%] |
|---|---|---|---|
| multi-input cells | 356 | 3630 | 75.4 |
| inverters | 129 | 484 | 10.1 |
| repair buffers | 48 | 480 | 9.98 |
| well taps | 176 | 220 | 4.57 |
-- metal layers --
metal | GRT usage (%) | vias up | wire length (um)
met5 | 0 | - | 0
met4 | 0.772 | 0 | 48
met3 | 3.90 | 4 | 720
met2 | 22.8 | 105 | 4170
met1 | 21.8 | 1423 | 4300
li1 | - | 1534 | -
-- tightest hold or removal path: cells and delay by family --
family,cells,cell delay [ps]
simple gates,1,300
buf+inv,2,1120
Power figures rest on the tool's default switching activity, not on a simulated workload.
