**flow/constraint.sdc**
```tcl
current_design suma

set clk_period 14.5
set clk_io_pct 0.2

create_clock -name clk0 -period $clk_period

set non_clock_inputs [all_inputs -no_clocks]
set_input_delay [expr $clk_period * $clk_io_pct] -clock clk0 $non_clock_inputs
set_output_delay [expr $clk_period * $clk_io_pct] -clock clk0 [all_outputs]
```
**flow/config.mk**
```make
export PLATFORM = sky130hd
export DESIGN_NAME = suma
export DESIGN_NICKNAME = suma
export VERILOG_FILES = /design/flow/design.v
export SDC_FILE = /design/flow/constraint.sdc
export NUM_CORES = 4
export LEC_CHECK = 1
export CORE_AREA = 10 10 94 94
export DIE_AREA = 0 0 104 104
```
**flow/run.sh**
```bash
#!/bin/bash
# OpenROAD 26Q1-2900-gdf79404cd8, Yosys 0.63+post, stock flow scripts
make -C /OpenROAD-flow-scripts/flow DESIGN_CONFIG=/design/flow/config.mk WORK_HOME=/design/flow/orfs finish
```
**flow/design.v**
```verilog
`timescale 1ns / 1ps
module suma(a,b,s);
	parameter n = 32;
	input signed [n-1:0] a, b;
	output reg signed [n-1:0] s;
	always @ (*)
		begin 
			s = a + b;
		end
endmodule
```
==> metrics.yaml <==
status:
  status: "finished, final reports clean"
setup_path:
  crit_path_max_fanout: 4
  start_kind: "primary input"
  cp_slowest_cell: "clkdlybuf4s50_1"
  worstPathArrival_ns: 5.88
  cpLargestDelayFamily: "AND-OR/OR-AND gates"
  path_common_cell: "clkdlybuf4s50_1"
  cp-end-kind: "primary output"
  cp_num_buf_inv: 2
  critPathRequiredTime_ns: 11.60
  cp_slowest_stage_delay_ns: 0.49
  path_class: "in2out"
  worstPathCellList: "clkdlybuf4s50_1 -> ha_1 -> fa_1 -> a21o_1 -> a31o_2 -> nand3_1 -> o221ai_1 -> a311oi_1 -> o21bai_1 -> xor2_1 -> clkdlybuf4s50_1"
logic_synthesis:
  yosys_area_sq_mm: 0.00174
  common_cells: "ha_1, a21oi_1, a21o_1"
  yosys-top-cells-area: "ha_1, a21oi_1, a21o_1"
  yosysWarnings: 1
  largest_area_cell: "ha_1"
  syn_inst: 241
  ys_types: 50
  top_cell: "ha_1"
  postSynthSeqShare_pct: 0
  syn_avg_cell_area_sq_um: 7.24
  synth_top_area_share_pct: 22.2
  synth_stat.cells: 241
  syn_area_sq_mm: 0.00174
cells_and_area:
  seq_cells: 0
  nClkBuffers: 0
  flop_area_sq_um: 0
  area_growth_pct: 59.5
  layout.cells.non_filler: 422
  drive_above_1_share_pct: 3.07
clocking:
  post_cts_buffers: 0
  hold_buffers: 0
  ctsResizeCount: 0
pwr:
  ir_drop_mv: 0.0225
  power_density_mw_per_mm2: 48.0
  p_leak_nw: 1.18
sta:
  hold_slack_ns: 6.84
  maxSlewHeadroom_pct: 63.3
  rsz0062_at_grt: "no"
  hold_viol_final: 0
  setup_viol: 0
  tns_ns: 0
  finalCriticalPeriod_ns: 8.78
  fmax_mhz: 114
  slew_violations: 0
  setup_ws_ns: 5.72
  timing.final.crit_share_pct: 60.5
  worst_pin_slew_ns: 0.537
drt:
  routedWlPerCell_microns: 13.9
  antenna_left: 0
  dr.pass1.iters: 4
  dr.first_iter.drc_count: 115
  antenna_cells: 0
  drc: 0
  drt-total-wl_microns: 5880
  vias: 2070
  viasPerCell: 4.91
floorplan:
  core_sq_mm: 0.00683
  io_pins: 96
  fp_util_pct: 25.5
  die_w_microns: 104
  std_cell_rows: 30
  dieArea_sq_mm: 0.0108
  die_h_microns: 104
placement:
  preCtsSetupSlack_ns: 5.72
  gp_congestion: 0.819
  dp_hpwl_microns: 5180
  portBuffers: 96
  dpl.cell_count: 422
global_routing:
  grt_max_degree: 11
  grt_overflow_total: 0
  antenna_found_initial: 0
  grt_pass1_vias: 2044
  grt_pass1_wl_microns: 9700
  grt_util_all_layers_pct: 10.2
min_path:
  min_path_type: "in2out"
flow_run:
  warnings: 32
  max_cap_viol_count: 0
## power by group
part | leakage, nW | total, W | switching [W] | internal (W)
logic | 1.18 | 0.000133 | 0.0000532 | 0.0000803
clock network | 0 | 0 | 0 | 0
registers | 0 | 0 | 0 | 0
## cell families after synthesis
family                     share of synthesized area, %
xor gates and xnor gates                           14.1
muxes                                              1.15
AOI/OAI and AO/OA                                  39.3
and+or+nand+nor                                    18.3
buffers and inverters                              3.80
adders and majority gates                          23.4
## routing by layer
layer  share of wire [%]  vias to the layer above  wire length [microns]  global-route usage, %
met5                   0                        -                      0                      0
li1                    -                     1087                      -                      -
met2                  44                       54                   2610                   16.6
met3                 5.2                        0                    304                   1.94
met4                   0                        0                      0                      0
met1                  50                      929                   2970                   14.4
## stage by stage
stage	utilization [%]	power [W]	instance area (sq um)
6_report	40.7	0.000133	2780
5_1_grt	40.7	0.000148	2780
4_1_cts	40.7	0.000135	2780
3_5_place_dp	40.7	0.000134	2780
3_3_place_gp	40.7	0.000135	2780
2_1_floorplan	-	0.0000641	1740
## path summary, 6_finish.rpt
check / end / slack (ns) / startpoint / depth (start not counted)
worst max-delay path: s[26] / 5.72 / a[0] / 11
worst min-delay path: s[0] / 6.84 / b[0] / 3
## placed cells by master (no fill, tap or decap), types with 2 or more instances in the layout
cell,netlist,routed
clkdlybuf4s50_1,0,96
ha_1,31,31
a21oi_1,29,29
a21o_1,19,19
nand2_1,18,18
xor2_1,15,15
o21ai_0,13,13
xnor2_1,13,13
nor2_1,12,12
nand3_1,10,10
nand4_1,8,8
inv_1,6,6
o21bai_1,4,4
nor3_1,4,4
or2_2,3,3
a211oi_1,3,3
o211ai_1,3,3
a31oi_1,3,3
o21a_1,2,2
o221ai_1,2,2
nand2b_1,2,2
o311ai_1,2,2
mux2i_1,2,2
a311oi_1,2,2
## layout make-up
class	count	area, sq um
tap	96	120
timing repair buffer	96	961
inverter	6	22.5
multi-input combinational	224	1680
fill	728	4050
Power is estimated from default activity; no workload was simulated.
